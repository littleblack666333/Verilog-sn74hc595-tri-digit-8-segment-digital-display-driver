<file path="flow/config.mk">
export PLATFORM = sky130hd
export DESIGN_NAME = sn74hc595_trio_seg8_driver
export DESIGN_NICKNAME = sn74hc595_trio_seg8_driver
export VERILOG_FILES = /design/flow/design.v
export SDC_FILE = /design/flow/constraint.sdc
export NUM_CORES = 4
export LEC_CHECK = 1
export CORE_UTILIZATION = 40
</file>
<file path="flow/constraint.sdc">
current_design sn74hc595_trio_seg8_driver

set clk_period 2.9
set clk_io_pct 0.2

create_clock -name clk0 -period $clk_period [get_ports {clk}]

set non_clock_inputs [all_inputs -no_clocks]
set_input_delay [expr $clk_period * $clk_io_pct] -clock clk0 $non_clock_inputs
set_output_delay [expr $clk_period * $clk_io_pct] -clock clk0 [all_outputs]
</file>
<file path="flow/design.v">
module sn74hc595_trio_seg8_driver(
    clk,
    rst_n,
    trigger,
    num0,
    num1,
    num2,
    clk_serial,
    data,
    load
);
    input clk;   
    input rst_n;   
    input trigger;   
    input [3:0] num0;   
    input [3:0] num1;   
    input [3:0] num2;   
    output clk_serial;   
    output data;   
    output load;   
    parameter STEP_LENGTH = 8'd250;   
    parameter POINT_POS = 2'd2;   
    localparam CHAR_0 = 8'b1100_0000;
    localparam CHAR_1 = 8'b1111_1001;
    localparam CHAR_2 = 8'b1010_0100;
    localparam CHAR_3 = 8'b1011_0000;
    localparam CHAR_4 = 8'b1001_1001;
    localparam CHAR_5 = 8'b1001_0010;
    localparam CHAR_6 = 8'b1000_0010;
    localparam CHAR_7 = 8'b1111_1000;
    localparam CHAR_8 = 8'b1000_0000;
    localparam CHAR_9 = 8'b1001_0000;
    localparam CHAR_POINT = 8'b0111_1111;   
    localparam CHAR_ON = 8'b1111_1111;   
    localparam CHAR_OFF = 8'b0000_0000;   
    wire clk;
    wire rst_n;
    wire trigger;
    wire [3:0] num0;
    wire [3:0] num1;
    wire [3:0] num2;
    reg clk_serial;
    reg load;
    reg data;
    reg [7:0] dec_temp [2:0];   
    reg [7:0] dec [2:0];   
    reg trigger_d0;   
    reg trigger_d1;
    reg [7:0] buff [2:0];   
    reg [13:0] cnt;
    always @(num0, num1, num2) begin
        case (num0)
            4'd1: dec_temp[0] = CHAR_1;
            4'd2: dec_temp[0] = CHAR_2;
            4'd3: dec_temp[0] = CHAR_3;
            4'd4: dec_temp[0] = CHAR_4;
            4'd5: dec_temp[0] = CHAR_5;
            4'd6: dec_temp[0] = CHAR_6;
            4'd7: dec_temp[0] = CHAR_7;
            4'd8: dec_temp[0] = CHAR_8;
            4'd9: dec_temp[0] = CHAR_9;
            default: dec_temp[0] = CHAR_0;
        endcase
        case (num1)
            4'd1: dec_temp[1] = CHAR_1;
            4'd2: dec_temp[1] = CHAR_2;
            4'd3: dec_temp[1] = CHAR_3;
            4'd4: dec_temp[1] = CHAR_4;
            4'd5: dec_temp[1] = CHAR_5;
            4'd6: dec_temp[1] = CHAR_6;
            4'd7: dec_temp[1] = CHAR_7;
            4'd8: dec_temp[1] = CHAR_8;
            4'd9: dec_temp[1] = CHAR_9;
            default: dec_temp[1] = CHAR_0;
        endcase
        case (num2)
            4'd1: dec_temp[2] = CHAR_1;
            4'd2: dec_temp[2] = CHAR_2;
            4'd3: dec_temp[2] = CHAR_3;
            4'd4: dec_temp[2] = CHAR_4;
            4'd5: dec_temp[2] = CHAR_5;
            4'd6: dec_temp[2] = CHAR_6;
            4'd7: dec_temp[2] = CHAR_7;
            4'd8: dec_temp[2] = CHAR_8;
            4'd9: dec_temp[2] = CHAR_9;
            default: dec_temp[2] = CHAR_0;
        endcase
        case (POINT_POS)
            2'd1: begin
                dec[0] <= dec_temp[0] & CHAR_POINT;
                dec[1] <= dec_temp[1];
                dec[2] <= dec_temp[2];
            end
            2'd2: begin
                dec[0] <= dec_temp[0];
                dec[1] <= dec_temp[1] & CHAR_POINT;
                dec[2] <= dec_temp[2];
            end
            2'd3: begin
                dec[0] <= dec_temp[0];
                dec[1] <= dec_temp[1];
                dec[2] <= dec_temp[2] & CHAR_POINT;
            end
            default: begin
                dec[0] <= dec_temp[0];
                dec[1] <= dec_temp[1];
                dec[2] <= dec_temp[2];
            end
        endcase
    end
    always @(negedge rst_n or posedge clk) begin
        if (~rst_n) begin
            trigger_d0 <= 1'b0;
            trigger_d1 <= 1'b0;
        end
        else begin
            trigger_d0 <= trigger;
            trigger_d1 <= trigger_d0;
        end
    end
    always @(negedge rst_n or posedge clk) begin
        if (~rst_n) begin
            buff[0] <= 8'b0;
            buff[1] <= 8'b0;
            buff[2] <= 8'b0;
        end
        else if (trigger_d0 & (~trigger_d1)) begin
            buff[0] <= dec[0];
            buff[1] <= dec[1];
            buff[2] <= dec[2];
        end
        else begin
            buff[0] <= buff[0];
            buff[1] <= buff[1];
            buff[2] <= buff[2];
        end
    end
    always @(negedge rst_n or posedge clk) begin
        if (~rst_n)
            cnt <= 14'b0;
        else if (trigger_d0 & (~trigger_d1))
            cnt <= 14'b0;
        else begin
            if (cnt < STEP_LENGTH * 48)
                cnt <= cnt + 1;
            else
                cnt <= cnt;
        end
    end
    always @(negedge rst_n or posedge clk) begin
        if (~rst_n)
            clk_serial <= 1'b0;
        else begin
            case (cnt)
                14'b0: clk_serial <= 1'b0;
                STEP_LENGTH * 1 - 1: clk_serial <= 1'b1;
                STEP_LENGTH * 2 - 1: clk_serial <= 1'b0;
                STEP_LENGTH * 3 - 1: clk_serial <= 1'b1;
                STEP_LENGTH * 4 - 1: clk_serial <= 1'b0;
                STEP_LENGTH * 5 - 1: clk_serial <= 1'b1;
                STEP_LENGTH * 6 - 1: clk_serial <= 1'b0;
                STEP_LENGTH * 7 - 1: clk_serial <= 1'b1;
                STEP_LENGTH * 8 - 1: clk_serial <= 1'b0;
                STEP_LENGTH * 9 - 1: clk_serial <= 1'b1;
                STEP_LENGTH * 10 - 1: clk_serial <= 1'b0;
                STEP_LENGTH * 11 - 1: clk_serial <= 1'b1;
                STEP_LENGTH * 12 - 1: clk_serial <= 1'b0;
                STEP_LENGTH * 13 - 1: clk_serial <= 1'b1;
                STEP_LENGTH * 14 - 1: clk_serial <= 1'b0;
                STEP_LENGTH * 15 - 1: clk_serial <= 1'b1;
                STEP_LENGTH * 16 - 1: clk_serial <= 1'b0;
                STEP_LENGTH * 17 - 1: clk_serial <= 1'b1;
                STEP_LENGTH * 18 - 1: clk_serial <= 1'b0;
                STEP_LENGTH * 19 - 1: clk_serial <= 1'b1;
                STEP_LENGTH * 20 - 1: clk_serial <= 1'b0;
                STEP_LENGTH * 21 - 1: clk_serial <= 1'b1;
                STEP_LENGTH * 22 - 1: clk_serial <= 1'b0;
                STEP_LENGTH * 23 - 1: clk_serial <= 1'b1;
                STEP_LENGTH * 24 - 1: clk_serial <= 1'b0;
                STEP_LENGTH * 25 - 1: clk_serial <= 1'b1;
                STEP_LENGTH * 26 - 1: clk_serial <= 1'b0;
                STEP_LENGTH * 27 - 1: clk_serial <= 1'b1;
                STEP_LENGTH * 28 - 1: clk_serial <= 1'b0;
                STEP_LENGTH * 29 - 1: clk_serial <= 1'b1;
                STEP_LENGTH * 30 - 1: clk_serial <= 1'b0;
                STEP_LENGTH * 31 - 1: clk_serial <= 1'b1;
                STEP_LENGTH * 32 - 1: clk_serial <= 1'b0;
                STEP_LENGTH * 33 - 1: clk_serial <= 1'b1;
                STEP_LENGTH * 34 - 1: clk_serial <= 1'b0;
                STEP_LENGTH * 35 - 1: clk_serial <= 1'b1;
                STEP_LENGTH * 36 - 1: clk_serial <= 1'b0;
                STEP_LENGTH * 37 - 1: clk_serial <= 1'b1;
                STEP_LENGTH * 38 - 1: clk_serial <= 1'b0;
                STEP_LENGTH * 39 - 1: clk_serial <= 1'b1;
                STEP_LENGTH * 40 - 1: clk_serial <= 1'b0;
                STEP_LENGTH * 41 - 1: clk_serial <= 1'b1;
                STEP_LENGTH * 42 - 1: clk_serial <= 1'b0;
                STEP_LENGTH * 43 - 1: clk_serial <= 1'b1;
                STEP_LENGTH * 44 - 1: clk_serial <= 1'b0;
                STEP_LENGTH * 45 - 1: clk_serial <= 1'b1;
                STEP_LENGTH * 46 - 1: clk_serial <= 1'b0;
                STEP_LENGTH * 47 - 1: clk_serial <= 1'b1;
                STEP_LENGTH * 48 - 1: clk_serial <= 1'b0;
                default: clk_serial <= clk_serial;
            endcase
        end
    end
    always @(negedge rst_n or posedge clk) begin
        if (~rst_n)
            data <= 1'b0;
        else begin
            case (cnt)
                14'b0: data <= buff[2][7];
                STEP_LENGTH * 2 - 1: data <= buff[2][6];
                STEP_LENGTH * 4 - 1: data <= buff[2][5];
                STEP_LENGTH * 6 - 1: data <= buff[2][4];
                STEP_LENGTH * 8 - 1: data <= buff[2][3];
                STEP_LENGTH * 10 - 1: data <= buff[2][2];
                STEP_LENGTH * 12 - 1: data <= buff[2][1];
                STEP_LENGTH * 14 - 1: data <= buff[2][0];
                STEP_LENGTH * 16 - 1: data <= buff[1][7];
                STEP_LENGTH * 18 - 1: data <= buff[1][6];
                STEP_LENGTH * 20 - 1: data <= buff[1][5];
                STEP_LENGTH * 22 - 1: data <= buff[1][4];
                STEP_LENGTH * 24 - 1: data <= buff[1][3];
                STEP_LENGTH * 26 - 1: data <= buff[1][2];
                STEP_LENGTH * 28 - 1: data <= buff[1][1];
                STEP_LENGTH * 30 - 1: data <= buff[1][0];
                STEP_LENGTH * 32 - 1: data <= buff[0][7];
                STEP_LENGTH * 34 - 1: data <= buff[0][6];
                STEP_LENGTH * 36 - 1: data <= buff[0][5];
                STEP_LENGTH * 38 - 1: data <= buff[0][4];
                STEP_LENGTH * 40 - 1: data <= buff[0][3];
                STEP_LENGTH * 42 - 1: data <= buff[0][2];
                STEP_LENGTH * 44 - 1: data <= buff[0][1];
                STEP_LENGTH * 46 - 1: data <= buff[0][0];
                default: data <= data;
            endcase
        end
    end
    always @(negedge rst_n or posedge clk) begin
        if (~rst_n)
            load <= 1'b0;
        else if (cnt == STEP_LENGTH * 48 - 1)
            load <= 1'b1;
        else
            load <= 1'b0;
    end
endmodule
</file>
<file path="flow/run.sh">
#!/bin/bash
# OpenROAD 26Q1-2900-gdf79404cd8, Yosys 0.63+post, stock flow scripts
make -C /OpenROAD-flow-scripts/flow DESIGN_CONFIG=/design/flow/config.mk WORK_HOME=/design/flow/orfs finish
</file>
==> summary.txt <==
Physical design

The run finished with clean final reports. For this block, the via count after detailed routing is 2790. Entering global routing, the biggest net connects 26 pins. The share of Yosys cell area claimed by the top area cell type stands at 0.3233. The row count stands at 32. The synthesized netlist contains 63 unique library cells. After detailed routing, the number of remaining DRC violations is 0. Among all stages on the critical path, the largest delay is contributed by dfrtp_1. Listed in order, past its start point the critical path passes or4b_4 -> or4b_4 -> a221oi_2 -> a21oi_1 -> o311ai_1 -> and3_1. The post-placement worst setup slack stands at 0.4710 ns. The wire length of the first global-routing pass stands at 13.63 mm. The total power after layout stands at 1.318 mW.

The total wire length stands at 7.981 mm. The warning total across the stage logs stands at 36. The final HPWL from detailed placement stands at 5.753 mm.

After routing, the total negative slack on setup checks comes to 0 ns. The repair_antennas step left the layout with diodes totalling 0. Sorting the synthesized cells by area gives the leading types as dfrtp_1 (32%), ha_1 (5.9%), nor2_1 (4.1%).

Detailed routing placed a total of 3.525 mm of wire on met2. The count of hold-fix buffers inserted at cts stands at 0. Leaving out fill and tap cells, the most frequent cells in the layout are dfrtp_1 (41), nor2_1 (35), nand2_1 (32). The number of warnings printed during yosys synthesis stands at 4. After detailed routing, the met3 layer carries 387 µm of wire.

STA classifies the critical path endpoint as a flip-flop. At the floorplan stage, the core utilization is reported as 0.4128. Counting flops with a built-in enable in the synthesized netlist gives 0. The area overhead of the layout relative to synthesis stands at 9.582%. The worst-case clock buffer depth stands at 2.

The biggest area contributor in the post-synthesis netlist is dfrtp_1. The number of antenna violations at the first check in global routing stands at 0. The worst max-slew margin expressed relative to the limit stands at 0.5033. After clock tree synthesis, the repair step resized 0 gates. According to the floorplan report, the total die area is 0.008293 mm². The number of cells in the yosys synthesis report stands at 381. According to the timing report, the arrival time at the worst endpoint equals 2.70 ns. Per the post-synthesis report, the number of cells in the design is 381. The core area stands at 0.007687 mm². For reference, the final report shows the max-slew violation count at 0. The script logs the ratio of routed vias to standard cells as 5.800. Per the GRT congestion report, total overflow comes to 0. The worst ir drop on vdd stands at 0.2074 mV. Summed over all routing layers, the global router reports a total usage of 0.2086. Among all flip-flop cells after synthesis, the most frequent one is dfrtp_1. Across the whole layout, storage elements account for 0.001026 mm². The final setup violation count stands at 0. The final setup skew stands at 0.007229 ns. Once the clock tree was built, the setup fixing pass inserted 0 buffers.

The detailed router used layers up to and including met4. The sum of routed wire segments on met1 stands at 3.963 mm. Counting stages on the worst path, the most repeated cell is or4b_4. At the pin with the least slew margin, the transition time is 0.7451 ns. The design area stands at 0.003477 mm². The post-synthesis instance area stands at 0.003173 mm². The I/O pin total stands at 18.

Looking at the critical path, the highest net fanout was 15. The power per cell area stands at 379.1 mW/mm². The highest clock frequency the design can meet stands at 0.4047 GHz. In this run the worst hold path is classified as in -> async.

The wire length per cell after detailed routing stands at 16.59 µm. Per the cell usage report, the commonest logic cell in the layout is dfrtp_1. TritonCTS built the clock tree. The vertical extent of the die stands at 91.07 µm. Across the run, the number of max-cap violations was 0. The synthesized design contains 41 register bits. The delay of the slowest cell on the worst path stands at 0.57 ns. The clock buffer count from CTS stands at 5.

The number of levels in the clock H-tree stands at 2. The critical path endpoint has a required time of 3.13 ns. The setup path with the least slack is of type reg -> reg. The total count of hold-check failures in the final report stands at 0. The post-layout worst setup margin stands at 0.4288 ns. The chip area in the Yosys report stands at 0.003173 mm².

The post-synthesis async set-or-reset flop share stands at 1.000. The final layout report lists a filler cell count of 741. The startpoint identified for the worst register-to-register timing path is cnt[3]$_DFFE_PN0P_. According to the timing report, the critical path is launched from cnt[3]$_DFFE_PN0P_. Of the available clock period, the critical path in the final layout requires 0.8521. Per the post-synthesis stats, the area per cell is 8.328 µm². The instance area after placement stands at 0.003403 mm². The global placement routability congestion stands at 0.9333.

The fraction of layout instances using a drive strength above 1 stands at 0.06069. Clock tree synthesis selected as its root buffer the cell clkbuf_8. The routed design could run at a clock period as short as 2.471 ns.

The final antenna-violating net count stands at 0. Hold timing on the final database bottoms out at a slack of 0.2058 ns. The width of the die stands at 91.07 µm. The first-pass iteration count of the detailed router stands at 4.

The share of the Yosys chip area taken by registers is 0.3233. The logic area stands at 0.001949 mm². According to the CTS report, the clock sink count is 41.

The port buffer count stands at 17. For this design the static power due to leakage is 1.374 nW. The number of global-route vias before repair stands at 2555. Setup repair after global routing left no endpoint under its margin. STA classifies the critical path startpoint as a flip-flop. Per the post-CTS timing run, clock transition at the registers of the reported paths is 0.08 ns.

The violation tally recorded at the end of detailed-routing iteration 0 is 283. The insertion delay at the late pin of the worst-skew pair stands at 0.29 ns.
-- cell usage after synthesis (8+ instances only) --
| cell type | n |
|---|---|
| nor4_1 | 11 |
| nor2_1 | 35 |
| nand2_1 | 32 |
| mux2i_1 | 8 |
| nand4_1 | 8 |
| inv_1 | 20 |
| ha_1 | 15 |
| a22o_1 | 8 |
| xnor2_1 | 11 |
| nand2b_1 | 9 |
| a21oi_1 | 10 |
| dfrtp_1 | 41 |
| clkbuf_1 | 31 |
| nor3_1 | 12 |
| o21ai_0 | 13 |
| nand3_1 | 11 |
| nor2b_1 | 8 |
-- per-stage QoR --
step / util / cells
floorplan: - / 381
global placement: 0.4427 / 475
CTS: 0.4523 / 481
global route: 0.4523 / 481
finish: 0.4523 / 481
detailed placement: 0.4427 / 475
-- flip-flops by register name (all words and copies together) (netlist names) --
name        cells
data            1
clk_serial      1
cnt            14
buff           22
trigger_d0      1
load            1
trigger_d1      1
-- routing by layer --
metal | up-vias | track usage
li1 | 1386 | -
met1 | 1302 | 0.3363
met2 | 92 | 0.3176
met3 | 10 | 0.02466
met4 | 0 | 0.02513
met5 | - | 0
-- worst max-delay path: cells and delay by family, from the launching register on --
kind             cells  cell delay [ns]
AND/OR/NAND/NOR      3             1.25
flip-flops           1             0.57
AND-OR/OR-AND        3             0.59
-- cells by family after synthesis --
kind of cell               count (synthesis)  share of synthesized area
DFF                                       41                     0.3233
muxes                                      9                    0.02879
adders and majority gates                 15                    0.05915
buffers and inverters                     53                    0.06309
and+or+nand+nor                          176                     0.3190
AOI/OAI and AO/OA                         73                     0.1680
xor gates and xnor gates                  14                    0.03864
-- final timing paths --
kind | to | slack [ns] | cells past startpoint
worst max-delay path | clk_serial$_DFFE_PN0P_ | 0.43 | 6
worst min-delay path | cnt[7]$_DFFE_PN0P_ | 0.21 | 1
worst max register to register | clk_serial$_DFFE_PN0P_ | 0.43 | 6
worst min register to register | trigger_d1$_DFF_PN0_ | 0.40 | 0
max in group asynchronous | buff[0][4]$_DFFE_PN0P_ | 2.03 | 2
min in group clk0 | trigger_d1$_DFF_PN0_ | 0.40 | 0
-- final cells by class --
cell class                      count  share of cell area
Clock buffer                        5             0.01979
Inverter                           20             0.02159
Clock inverter                      1            0.001439
Tap cell                          102             0.03670
Sequential cell                    41              0.2951
Timing Repair Buffer               25             0.06477
Multi-Input combinational cell    287              0.5606
-- report_power, final --
group / switching (mW) / internal (mW)
Clock: 0.185 / 0.158
Combinational: 0.153 / 0.121
Sequential: 0.0778 / 0.623
Power is estimated from default activity; no workload was simulated.
